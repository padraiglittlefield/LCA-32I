[flow/config.mk]
export PLATFORM = sky130hd
export DESIGN_NAME = agu
export DESIGN_NICKNAME = agu
export VERILOG_FILES = /design/flow/design.v
export SDC_FILE = /design/flow/constraint.sdc
export NUM_CORES = 4
export LEC_CHECK = 1
export CORE_AREA = 10 10 107 107
export DIE_AREA = 0 0 117 117
[flow/constraint.sdc]
current_design agu

set clk_period 18.1
set clk_io_pct 0.2

create_clock -name clk0 -period $clk_period

set non_clock_inputs [all_inputs -no_clocks]
set_input_delay [expr $clk_period * $clk_io_pct] -clock clk0 $non_clock_inputs
set_output_delay [expr $clk_period * $clk_io_pct] -clock clk0 [all_outputs]
[flow/design.v]
module agu (
    input logic agu_en,
    input logic [31:0] val1,
    input logic [31:0] val2,
    output logic [31:0] addr_out,
    output logic addr_valid
);
always_comb begin
    if(agu_en) begin
        addr_valid = 1'b1;
        addr_out = val1 + val2;  
    end else begin
        addr_out = 'x;
        addr_valid = 1'b0;
    end
end
endmodule
[flow/run.sh]
#!/bin/bash
# OpenROAD 26Q1-2900-gdf79404cd8, Yosys 0.63+post, stock flow scripts
make -C /OpenROAD-flow-scripts/flow DESIGN_CONFIG=/design/flow/config.mk WORK_HOME=/design/flow/orfs finish
==> CHANGELOG.md <==
### Changed

- Outcome: complete, no violations
- CTS resizes: 0
- Leakage Power: 1.18 nW
- Number of failing setup endpoints in the final timing report: 0
- Setup total negative slack: 0 ps
- Final critical delay including setup and external delays: 10200 ps
- Hold Violations, Final: 0
- Via count of the first global-routing pass: 2059
- # rows: 35
- Unrepaired setup endpoints after global routing: no
- PnR worst setup slack: 7900 ps
- Detail-routed net length per standard cell: 14.2 µm
- Top delay family on crit path: AND-OR/OR-AND gates
- Buffers inserted by post-CTS timing repair: 0
- Total GRT Usage: 8.72%
- Layout overhead on the synthesized area: 59.9%
- Largest stage delay, worst path: 490 ps
- Count of different cell masters after synthesis: 51
- Drt initial violations: 84
- Required time reported for the critical path endpoint: 14480 ps
- DR DRC count: 0
- Share of the cycle needed by the critical path after routing: 56.4%
- Tool warnings: 32
- Final estimated routing congestion in global placement: 0.848
- Power density of the placed cells: 38.6 mW/mm²
- Share of the yosys chip area belonging to registers: 0%
- Hold Crit Class: primary input to output port
- Number of hold buffers added after cts: 0
- Number of vias per cell: 4.77
- DRT Pass-1 Iters: 4
- Fin Hold WS: 7240 ps
- Crit path buf inv count: 2
- Synthesized chip area reported by yosys: 0.00175 mm²
- Total power of the final layout: 0.108 mW
- Avg Synthesized Cell Area: 7.24 µm²
- Category of the worst setup path launch point: primary input
- Slew @ Worst Pin: 513 ps
- Cell seen most often among critical-path stages: clkdlybuf4s50_1
- Crit path capture type: output port
- Count of instantiated cells in the yosys netlist: 242
- Yosys warning tally: 1
- Slew HR: 64.9%
- Clock buf count: 0
- Maximum VDD drop: 0.0180 mV
- Achievable clock frequency: 98.0 MHz
- Fraction of synthesized cell area taken by the top area cell type: 22.1%
- Critical path, cell by cell: clkdlybuf4s50_1, ha_1, fa_1, a21o_1, a31o_2, nand3_1, o221ai_1, a311oi_1, o21bai_1, xor2_1, clkdlybuf4s50_1
- Total via count in the routed design: 2086
- Start-to-end type of the worst setup path: primary input to output port
- Maximum number of pins on one net before global-route repair: 11
- Slowest cell on crit path: clkdlybuf4s50_1
- Ports placed on the boundary: 98
- Number of slew-limit violations in the final report: 0
- Full die area: 0.0137 mm²
- First-pass GRT wire length: 9.93 mm
- Biggest area consumer among synthesized cells: ha_1
- DP Wirelength: 5.59 mm
- ANT nets after route: 0
- MaxCap Viol Count: 0
- Final antenna diode count: 0
- Synth Instances: 242
- GRT Residual Overflow: 0
- Highest net fanout along the worst path: 4
- Sequential Area: 0 µm²
- Post-Synthesis Cell Area: 0.00175 mm²
- Layout cell share with drive strength beyond 1: 3.07%
- Horizontal die size: 117 µm
- Minimum setup slack after placement: 7880 ps
- Num sequential: 0
- Buffers on Ports: 96
- Ranking of synthesized cells by area: ha_1 (22%), a21oi_1 (8.3%), a21o_1 (8.1%)
- Core Region: 0.00920 mm²
- Starting density of the core: 19.0%
- Post-Route WL: 6.23 mm
- Fill count: 994
- Signal arrival time at the worst endpoint: 6580 ps
- Height of the die: 117 µm
- Antenna violations before repair: 0
==> synth_stat cells, drive strengths merged, types with 2 or more instances <==
| library cell | number |
|---|---|
| o21bai | 5 |
| buf | 4 |
| inv | 6 |
| o21a | 2 |
| o21ai | 15 |
| a21oi | 29 |
| nand3 | 10 |
| nand4 | 8 |
| a311oi | 3 |
| a211oi | 3 |
| nor2 | 12 |
| nor3 | 4 |
| or2 | 3 |
| nand2 | 18 |
| xor2 | 15 |
| mux2i | 2 |
| a21o | 19 |
| o211ai | 3 |
| clkbuf | 8 |
| o221ai | 2 |
| xnor2 | 13 |
| nand2b | 2 |
| o311ai | 2 |
| ha | 31 |
| a31oi | 3 |
==> placed cells by master (no fill, tap or decap), types with 2 or more instances in the layout <==
cell	n
a211oi_1	3
a21o_1	19
a21oi_1	29
a311oi_1	2
a31oi_1	3
clkdlybuf4s50_1	96
ha_1	31
inv_1	6
mux2i_1	2
nand2_1	18
nand2b_1	2
nand3_1	10
nand4_1	8
nor2_1	12
nor3_1	4
o211ai_1	3
o21a_1	2
o21ai_0	13
o21bai_1	4
o221ai_1	2
o311ai_1	2
or2_2	3
xnor2_1	13
xor2_1	15
==> cell type report <==
class	count	area (µm²)	area share, %
Tap cell	111	139	4.96
Multi-Input combinational cell	224	1680	59.9
Inverter	6	22.5	0.804
Timing Repair Buffer	96	961	34.3
==> power breakdown <==
part | total (mW) | switching [mW] | internal [mW]
Clock | 0 | 0 | 0
Sequential | 0 | 0 | 0
Combinational | 0.108 | 0.0436 | 0.0644
Total | 0.108 | 0.0436 | 0.0644
==> metrics by stage <==
| stage | utilization (%) | std cells | instance area [µm²] |
|---|---|---|---|
| 6_report | 30.4 | 437 | 2800 |
| 5_1_grt | 30.4 | 437 | 2800 |
| 4_1_cts | 30.4 | 437 | 2800 |
| 3_5_place_dp | 30.4 | 437 | 2800 |
| 3_3_place_gp | 30.4 | 437 | 2800 |
| 2_1_floorplan | - | 242 | 1750 |
==> per-layer routing <==
metal  up-vias  track usage, %  wire length (µm)  part of all wire (%)
li1       1091               -                 -                     -
met5         -               0                 0                     0
met1       932            10.7              2650                    43
met3         0            3.25               700                    11
met2        63            15.1              2870                    46
met4         0               0                 0                     0
==> path summary, 6_finish.rpt <==
check,from,to,slack (ps),cells past startpoint
max,val1[0],addr_out[26],7900,11
min,agu_en,addr_valid,7240,0
==> cell families (layout without fill, tap and decap cells) <==
kind of cell / Yosys count / after routing / synth area share, %
simple gates: 65 / 65 / 18.2
fa+ha+maj: 32 / 32 / 23.3
xor+xnor: 28 / 28 / 14.0
buf+inv: 18 / 102 / 4.21
compound gates: 97 / 97 / 39.1
mux: 2 / 2 / 1.14
No activity file was given, so power comes from the tool's default toggle rates.
