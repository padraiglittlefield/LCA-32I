**/design/flow/design.v**
```verilog
module rotating_priority_arbiter #(
    parameter NUM_REQUESTS = 4
)(
    input logic     clk,
    input logic     rst,
    input logic     [(NUM_REQUESTS-1):0] req,
    output logic    [($clog2(NUM_REQUESTS)-1):0] gnt,
    output logic    gnt_valid
);
logic [(NUM_REQUESTS-1):0] mask;
logic [($clog2(NUM_REQUESTS)-1):0] curr_priority;
always_comb begin : MaskSelect
    mask = '1;
    mask = mask >> curr_priority;
end
logic [(NUM_REQUESTS-1):0] masked_req;
logic [(NUM_REQUESTS-1):0] curr_req;
logic flag;
always_comb begin
    flag = 1'b0;
    gnt = '0;
    gnt_valid = 1'b0;
    masked_req = req & mask;
    curr_req = masked_req == 0 ? req : masked_req;
    for(int i = NUM_REQUESTS-1; i >= 0; i--) begin
        if(curr_req[i] == 1'b1 & flag != 1'b1) begin
            flag = 1'b1;
            gnt = i;
            gnt_valid = 1'b1;
        end
    end 
end
always_ff @(posedge clk) begin
    if(rst) begin
        curr_priority <= '0;
    end else if(gnt_valid) begin
        curr_priority <= curr_priority + 1;
    end else begin
        curr_priority <= curr_priority;
    end
end
endmodule
```
**/design/flow/run.sh**
```bash
#!/bin/bash
# OpenROAD 26Q1-2900-gdf79404cd8, Yosys 0.63+post, stock flow scripts
make -C /OpenROAD-flow-scripts/flow DESIGN_CONFIG=/design/flow/config.mk WORK_HOME=/design/flow/orfs finish
```
**/design/flow/constraint.sdc**
```tcl
current_design rotating_priority_arbiter

set clk_period 2.4
set clk_io_pct 0.2

create_clock -name clk0 -period $clk_period [get_ports {clk}]

set non_clock_inputs [all_inputs -no_clocks]
set_input_delay [expr $clk_period * $clk_io_pct] -clock clk0 $non_clock_inputs
set_output_delay [expr $clk_period * $clk_io_pct] -clock clk0 [all_outputs]
```
**/design/flow/config.mk**
```make
export PLATFORM = sky130hd
export DESIGN_NAME = rotating_priority_arbiter
export DESIGN_NICKNAME = rotating_priority_arbiter
export VERILOG_FILES = /design/flow/design.v
export SDC_FILE = /design/flow/constraint.sdc
export NUM_CORES = 4
export LEC_CHECK = 1
export CORE_AREA = 10 10 70 70
export DIE_AREA = 0 0 80 80
```
==> flow_metrics.env <==
# source this file to load flow results
export IMPL_globalplace_congestion=0.7742
export IMPL_synthTopCellsByArea="dfxtp_1 (22%), ha_1 (14%), nor4_4 (12%), o21ai_0 (8.3%), inv_1 (8.3%)"
export IMPL_synth_chip_area_um2=180.2
export IMPL_dp_hpwl_um=480.4
export IMPL_grt_pass1_vias=245
export IMPL_setup_viol=0
export IMPL_area_delta_synth_final_pct=101.4
export IMPL_max_stage_delay_ns=0.57
export IMPL_drive_gt1_share_pct=22.86
export IMPL_cpMostUsedCell="clkdlybuf4s50_1"
export IMPL_die_y_um=80
export IMPL_core_area_um2=3416
export IMPL_status="finished, final reports clean"
export IMPL_drt_iter0_drc=6
export IMPL_rows=21
export IMPL_cpMaxStageDelayCell="clkdlybuf4s50_1"
export IMPL_grt_overflow=0
export IMPL_swShare_pct=26.78
export IMPL_path_clk_slew_ns=0.03
export IMPL_p_switching_w=0.00004504
export IMPL_final_area_um2=362.8
export IMPL_lay_top_cells="clkdlybuf4s50_1 (5), inv_1 (4), o21ai_0 (3), clkbuf_4 (3), buf_4 (3)"
export IMPL_numCtsBuffers=3
export IMPL_yosysUniqueCellTypes=13
export IMPL_clk_latency_ns=0.23
export IMPL_ys_sh_mux_pct=5.556
export IMPL_critPathMaxFanout=4
export IMPL_tool_warnings=26
export IMPL_maxCapViolCount=0
export IMPL_synth_top_area_share_pct=22.22
export IMPL_period_needed_ns=2.306
export IMPL_lay_top_count="clkdlybuf4s50_1"
export IMPL_worst_setup_path_end_kind="primary output"
export IMPL_drtPass1Iterations=2
export IMPL_p_int_w=0.0001232
export IMPL_die_area_um2=6400
export IMPL_clock_sinks=2
export IMPL_grtUsageTotal_pct=2.199
export IMPL_synth_xor_area_share_pct=4.861
export IMPL_yosysCellCount=21
export IMPL_fill_cells=393
export IMPL_numPortBuffers=8
export IMPL_clock_root_buffer="clkbuf_4"
export IMPL_hold_class="flip-flop to flip-flop"
export IMPL_ir_drop_mv=0.08287
export IMPL_h_tree_depth=1
export IMPL_synth_seq_cells=2
export IMPL_final_antenna_net_count=0
export IMPL_relSlewSlack_pct=82.40
export IMPL_post_cts_repair_setup_buffers=0
export IMPL_topCombFamilyByArea="AND-OR/OR-AND gates"
export IMPL_hold_viol=0
export IMPL_skew_ns=0.0009671
export IMPL_ys_sh_simple_pct=19.44
export IMPL_syn_area_per_cell_um2=8.580
export IMPL_aoi_share_pct=25.69
export IMPL_p_total_w=0.0001682
export IMPL_p_clk_share_pct=46.0
export IMPL_whs_ns=0.5673
export IMPL_largest_reg_flops=2
export IMPL_fa_ha_area_share_pct=13.89
export IMPL_routed_wl_um=618
export IMPL_rsz0062_at_grt="false"
export IMPL_p_comb_share_pct=29.8
export IMPL_period_used_pct=96.08
export IMPL_worst_slew_pin_slew_ns=0.2620
export IMPL_crit_arrival_ns=1.83
export IMPL_grt_start_max_net_pins=7
export IMPL_slew_viol_final=0
export IMPL_criticalPathCategory="input port to primary output"
export IMPL_fmax_mhz=433.7
export IMPL_drt_vias_per_instance=2.506
export IMPL_yosys_area_top_type="dfxtp_1"
export IMPL_grt_pass1_wl_mm=1.117
export IMPL_cts_buffer_depth=2
export IMPL_cts_tree="done"
export IMPL_antenna_diode_count=0
export IMPL_num_vias=203
export IMPL_placed_cell_area_um2=340.3
export IMPL_fp_util_pct=5.275
export IMPL_power_density_nw_per_um2=463.6
export IMPL_ios=9
export IMPL_cp_cell_sequence="clkdlybuf4s50_1 > a21oi_1 > a221o_2 > clkdlybuf4s50_1"
export IMPL_pwr_share_seq_pct=24.2
export IMPL_p_leak_nw=0.1450
export IMPL_detail_route_wl_per_cell_um=7.630
export IMPL_ys_warn_count=1
export IMPL_cp_start_kind="input port"
export IMPL_crit_required_ns=1.92
export IMPL_die_w_um=80
export IMPL_largest_register="curr_priority"
export IMPL_antenna_found_initial=0
export IMPL_synthCells=21
export IMPL_reg_top3="curr_priority (2)"
export IMPL_drc_errors=0
export IMPL_yosysSeqAreaShare_pct=22.22
export IMPL_netlist_area_um2=180.2
-- final timing paths --
path | start | to | slack [ns] | depth (start not counted)
setup / recovery | req[2] | gnt[0] | 0.09 | 4
hold / removal | curr_priority[1] | curr_priority[1] | 0.57 | 2
setup reg to reg | curr_priority[1] | curr_priority[1] | 1.40 | 4
hold reg to reg | curr_priority[1] | curr_priority[1] | 0.57 | 2
-- power groups by stage --
stage / clock, W / combinational (W) / sequential, W
after global routing: 0.0000884 / 0.0000574 / 0.0000417
final: 0.0000774 / 0.0000502 / 0.0000406
after CTS: 0.0000816 / 0.0000509 / 0.0000406
-- timing repair --
action | 4_1_cts | 5_1_grt
gates resized | 2 | 1
hold buffers | 0 | 0
pin swaps | 0 | 0
setup endpoints to repair | 2 | 2
hold endpoints to repair | 0 | 0
-- kinds of logic after synthesis --
kind of cell,Yosys count
adder cells (fa/ha/maj),2
AND/OR/NAND/NOR,4
XOR/XNOR,1
AND-OR/OR-AND,7
buffers and inverters,4
multiplexers,1
flip-flops,2
-- final cells by class --
type / count / area (µm²) / share of cell area, %
repair buffers: 11 / 102.6 / 28.28
inverters: 4 / 15.01 / 4.138
well taps: 46 / 57.56 / 15.86
flip-flops and latches: 2 / 40.04 / 11.03
clock buffers: 3 / 22.52 / 6.207
multi-input cells: 15 / 125.1 / 34.48
-- cell usage after synthesis --
cell      instances
o21bai_1          1
a22oi_1           1
a221o_2           1
dfxtp_1           2
nand2b_1          1
xnor2_1           1
nor2_1            2
nor4_4            1
o21ai_0           3
mux2i_1           1
a21oi_1           1
ha_1              2
inv_1             4
-- layer usage --
metal  track usage, %  vias up  share of wire (%)
met2            2.729       12                 31
li1                 -      102                  -
met5                0        -                  0
met4           0.8803        0                4.4
met3            2.386        3                 23
met1            2.324       86                 41
-- metrics by stage --
stage	std cells	util (%)	worst slack (ns)	setup TNS [ns]
floorplan	21	-	0.9569	0
global placement	78	9.963	-0.04119	-0.04119
detailed placement	78	9.963	-0.08078	-0.08078
CTS	81	10.55	0.01679	0
global route	81	10.62	0.02191	0
finish	81	10.62	0.09407	0
-- critical path: cells and delay by family --
family	cells	cell delay [ns]
AND-OR/OR-AND	2	0.36
buffers and inverters	2	0.98
Power and IR drop assume default switching activity.
